==> design.v <==
module quad(clk, A, B, Z, zr, out);
parameter W=14;
input clk, A, B, Z, zr;
reg [(W-1):0] c, i; reg zl;
output [2*W:0] out = { zl, i, c };
reg [2:0] Ad, Bd;
reg [2:0] Zc;
always @(posedge clk) Ad <= {Ad[1:0], A};
always @(posedge clk) Bd <= {Bd[1:0], B};
wire good_one = &Zc;
wire good_zero = ~|Zc;
reg last_good;
wire index_pulse = good_one && ! last_good;
wire count_enable = Ad[1] ^ Ad[2] ^ Bd[1] ^ Bd[2];
wire count_direction = Ad[1] ^ Bd[2];
always @(posedge clk)
begin
    if(Z && !good_one) Zc <= Zc + 2'b1;
    else if(!good_zero) Zc <= Zc - 2'b1;
    if(good_one) last_good <= 1;
    else if(good_zero) last_good <= 0;
    if(count_enable)
    begin
	if(count_direction) c <= c + 1'd1;
	else c <= c - 1'd1;
    end 
    if(index_pulse) begin
	i <= c;
	zl <= 1;
    end else if(zr) begin
	zl <= 0;
    end
end
endmodule
module pluto_servo(clk, led, nConfig, epp_nReset, pport_data, nWrite, nWait, nDataStr,
	nAddrStr, dout, din, quadA, quadB, quadZ, up, down);
parameter QW=14;
input clk;
output led, nConfig;
inout [7:0] pport_data;
input nWrite;
output nWait;
input nDataStr, nAddrStr, epp_nReset;
wire do_tristate;
reg[9:0] real_dout; output [9:0] dout = do_tristate ? 10'bZZZZZZZZZZ : real_dout; 
input [7:0] din;
input [3:0] quadA;
input [3:0] quadB;
input [3:0] quadZ;
wire[3:0] real_up; output [3:0] up = do_tristate ? 4'bZZZZ : real_up;
wire[3:0] real_down; output [3:0] down = do_tristate ? 4'bZZZZ : real_down;
reg Zpolarity;
wire [2*QW:0] quad0, quad1, quad2, quad3;
wire do_enable_wdt;
wire pwm_at_top;
wdt w(clk, do_enable_wdt, pwm_at_top, do_tristate);
reg [10:0] pwmcnt;
wire [10:0] top = 11'd2046;
assign pwm_at_top = (pwmcnt == top);
reg [15:0] pwm0, pwm1, pwm2, pwm3;
always @(posedge clk) begin
    if(pwm_at_top) pwmcnt <= 0;
    else pwmcnt <= pwmcnt + 11'd1;
end
wire [10:0] pwmrev = { 
    pwmcnt[4], pwmcnt[5], pwmcnt[6], pwmcnt[7], pwmcnt[8], pwmcnt[9],
    pwmcnt[10], pwmcnt[3:0]};
wire [10:0] pwmcmp0 = pwm0[14] ? pwmrev : pwmcnt;
wire pwmact0 = pwm0[10:0] > pwmcmp0;
wire pwmact1 = pwm1[10:0] > pwmcmp0;
wire pwmact2 = pwm2[10:0] > pwmcmp0;
wire pwmact3 = pwm3[10:0] > pwmcmp0;
assign real_up[0] = pwm0[12] ^ (pwm0[15] ? 1'd0 : pwmact0);
assign real_up[1] = pwm1[12] ^ (pwm1[15] ? 1'd0 : pwmact1);
assign real_up[2] = pwm2[12] ^ (pwm2[15] ? 1'd0 : pwmact2);
assign real_up[3] = pwm3[12] ^ (pwm3[15] ? 1'd0 : pwmact3);
assign real_down[0] = pwm0[13] ^ (~pwm0[15] ? 1'd0 : pwmact0);
assign real_down[1] = pwm1[13] ^ (~pwm1[15] ? 1'd0 : pwmact1);
assign real_down[2] = pwm2[13] ^ (~pwm2[15] ? 1'd0 : pwmact2);
assign real_down[3] = pwm3[13] ^ (~pwm3[15] ? 1'd0 : pwmact3);
reg qtest;
wire qr0, qr1, qr2, qr3;
quad q0(clk, qtest ? real_dout[0] : quadA[0], qtest ? real_dout[1] : quadB[0], qtest ? real_dout[2] : quadZ[0]^Zpolarity, qr0, quad0);
quad q1(clk, quadA[1], quadB[1], quadZ[1]^Zpolarity, qr1, quad1);
quad q2(clk, quadA[2], quadB[2], quadZ[2]^Zpolarity, qr2, quad2);
quad q3(clk, quadA[3], quadB[3], quadZ[3]^Zpolarity, qr3, quad3);
wire EPP_write = ~nWrite;
wire EPP_read = nWrite;
wire EPP_addr_strobe = ~nAddrStr;
wire EPP_data_strobe = ~nDataStr;
wire EPP_strobe = EPP_data_strobe | EPP_addr_strobe;
wire EPP_wait; assign nWait = ~EPP_wait;
wire [7:0] EPP_datain = pport_data;
wire [7:0] EPP_dataout; assign pport_data = EPP_dataout;
reg [4:0] EPP_strobe_reg;
always @(posedge clk) EPP_strobe_reg <= {EPP_strobe_reg[3:0], EPP_strobe};
wire EPP_strobe_edge1 = (EPP_strobe_reg[2:1]==2'b01);
assign EPP_wait = EPP_strobe_reg[4];
reg[4:0] addr_reg;
reg[7:0] lowbyte;
always @(posedge clk)
    if(EPP_strobe_edge1 & EPP_write & EPP_addr_strobe) begin
        addr_reg <= EPP_datain[4:0];
    end
    else if(EPP_strobe_edge1 & !EPP_addr_strobe) addr_reg <= addr_reg + 4'd1;
always @(posedge clk) begin
    if(EPP_strobe_edge1 & EPP_write & EPP_data_strobe) begin
        if(addr_reg[3:0] == 4'd1)      pwm0 <= { EPP_datain, lowbyte };
        else if(addr_reg[3:0] == 4'd3) pwm1 <= { EPP_datain, lowbyte };
        else if(addr_reg[3:0] == 4'd5) pwm2 <= { EPP_datain, lowbyte };
        else if(addr_reg[3:0] == 4'd7) pwm3 <= { EPP_datain, lowbyte };
        else if(addr_reg[3:0] == 4'd9) begin
            real_dout <= { EPP_datain[1:0], lowbyte };
            Zpolarity <= EPP_datain[7];
            qtest <= EPP_datain[5];
        end
        else lowbyte <= EPP_datain;
    end
end
reg [31:0] data_buf;
always @(posedge clk) begin
    if(EPP_strobe_edge1 & EPP_read && addr_reg[1:0] == 2'd0) begin
        if(addr_reg[4:2] == 3'd0) data_buf <= quad0;
        else if(addr_reg[4:2] == 3'd1) data_buf <= quad1;
        else if(addr_reg[4:2] == 3'd2) data_buf <= quad2;
        else if(addr_reg[4:2] == 3'd3) data_buf <= quad3;
        else if(addr_reg[4:2] == 3'd4)
            data_buf <= {quadA, quadB, quadZ, din};
    end
end
wire [7:0] data_reg = addr_reg[1:0] == 2'd1 ? data_buf[7:0] :
                         (addr_reg[1:0] == 2'd2 ? data_buf[15:8] :
                         (addr_reg[1:0] == 2'd3 ? data_buf[23:16] :
                         data_buf[31:24]));
wire [7:0] EPP_data_mux = data_reg;
assign EPP_dataout = (EPP_read & EPP_wait) ? EPP_data_mux : 8'hZZ;
assign do_enable_wdt = EPP_strobe_edge1 & EPP_write & EPP_data_strobe & (addr_reg[3:0] == 4'd9) & EPP_datain[6];
assign qr0 = EPP_strobe_edge1 & EPP_read & EPP_data_strobe & (addr_reg[4:2] == 3'd0);
assign qr1 = EPP_strobe_edge1 & EPP_read & EPP_data_strobe & (addr_reg[4:2] == 3'd1);
assign qr2 = EPP_strobe_edge1 & EPP_read & EPP_data_strobe & (addr_reg[4:2] == 3'd2);
assign qr3 = EPP_strobe_edge1 & EPP_read & EPP_data_strobe & (addr_reg[4:2] == 3'd3);
assign led = do_tristate ? 1'BZ : (real_up[0] ^ real_down[0]);
assign nConfig = epp_nReset;  
endmodule
module wdt(clk, ena, cnt, out);
input clk, ena, cnt;
output out;
reg [6:0] timer;
wire timer_top = (timer == 7'd127);
reg internal_enable;
wire out = internal_enable && timer_top;
always @(posedge clk) begin
    if(ena) begin
	internal_enable <= 1;
	timer <= 0;
    end else if(cnt && !timer_top) timer <= timer + 7'd1;
end
endmodule
==> run.sh <==
#!/bin/bash
# OpenROAD 26Q1-2900-gdf79404cd8, Yosys 0.63+post, stock flow scripts
make -C /OpenROAD-flow-scripts/flow DESIGN_CONFIG=/design/flow/config.mk WORK_HOME=/design/flow/orfs finish
==> config.mk <==
export PLATFORM = sky130hd
export DESIGN_NAME = pluto_servo
export DESIGN_NICKNAME = pluto_servo
export VERILOG_FILES = /design/flow/design.v
export SDC_FILE = /design/flow/constraint.sdc
export NUM_CORES = 4
export LEC_CHECK = 1
export CORE_UTILIZATION = 30
==> constraint.sdc <==
current_design pluto_servo

set clk_period 5.5
set clk_io_pct 0.2

create_clock -name clk0 -period $clk_period [get_ports {clk}]

set non_clock_inputs [all_inputs -no_clocks]
set_input_delay [expr $clk_period * $clk_io_pct] -clock clk0 $non_clock_inputs
set_output_delay [expr $clk_period * $clk_io_pct] -clock clk0 [all_outputs]
==> run_results.csv <==
group,metric,value,unit
synth,synthAoiAreaFrac,11.9,%
place,io_buffers,43,
synth,edf_count,235,
floorplanning,die_x,219,um
synth,yosys.stat.seqShare,56.9,%
status,outcome,"aborted with a tool error",
status,error,"[error] [KeplerFormal.cpp:679] Workflow failed: Iso has multiple drivers: .pport_data3, _1177_.Y0",
synth,syn_area,0.0141,mm^2
place,place_area,0.0154,mm^2
synth,synthDominantCellAreaShare,50.1,%
synth,ff_type,"edfxtp_1",
synth,yosysUniqueCellTypes,66,
clock_network,post_cts_resized,0,
clock_network,cts_buffers,29,
floorplanning,io-pin-count,54,
synth,synth_area_leader_cell,"edfxtp_1",
synth,synthTopLogicFamily,"AND-OR/OR-AND gates",
synth,ys_cells,1133,
synth,synth_cells,1133,
floorplanning,fp_util,30.3,%
synth,ys.flops,283,
synth,xor_share,4.96,%
clock_network,cts-root-buf,"clkbuf_16",
clock_network,cts_setup_buffers,0,
clock_network,clock_path_buffers,3,
synth,area_leaders,"edfxtp_1 (50%), ha_1 (8.7%), dfxtp_1 (6.8%)",
place,dpl.hpwl,21.8,mm
synth,synthMuxAreaShare,3.75,%
clock_network,cts-htree-levels,1,
synth,synth_adder_area_share,9.84,%
clock_network,cts_hold_buf,0,
clock_network,clock-sinks,283,
synth,syn_area_per_cell,12.4,um^2
synth,yosysChipArea,0.0141,mm^2
status,haltStage,"4_1_cts",
floorplanning,rows,79,
floorplanning,die_height,219,um
synth,yosys.area_share.simple,10.1,%
synth,yosys_warnings,8,
synth,synthArstFlopShare,0,%
place,gp_congestion,0.888,
cell usage after synthesis (all sizes together) (4+ instances only):
| cell | n |
|---|---|
| ha | 98 |
| a2111oi | 6 |
| o22ai | 5 |
| o211ai | 5 |
| nand2 | 67 |
| a22oi | 5 |
| buf | 15 |
| a21boi | 4 |
| a21o | 13 |
| o21a | 9 |
| o41ai | 4 |
| mux2i | 28 |
| and3 | 7 |
| nor3 | 16 |
| a31oi | 5 |
| mux2 | 4 |
| edfxtp | 235 |
| nand2b | 7 |
| nand3 | 27 |
| xnor2 | 53 |
| or3 | 7 |
| clkbuf | 14 |
| or4 | 10 |
| nand3b | 4 |
| o21ai | 75 |
| a21oi | 81 |
| nor2 | 65 |
| a211oi | 44 |
| o31ai | 6 |
| inv | 49 |
| nand4 | 12 |
| fa | 8 |
| nor2b | 35 |
| mux4 | 9 |
| xor2 | 24 |
| dfxtp | 48 |
stage by stage:
stage | setup WS [ns] | utilization [%] | power [uW] | cells | hold slack (ns)
2_1_floorplan | 1.11 | - | 4780 | 1133 | 0.310
3_3_place_gp | 1.40 | 33.1 | 5280 | 1783 | 0.313
3_5_place_dp | 1.31 | 33.1 | 5310 | 1783 | 0.312
cells by family after synthesis:
family | after synthesis
adder cells (fa/ha/maj) | 106
buffers and inverters | 78
AND-OR/OR-AND | 272
multiplexers | 41
AND/OR/NAND/NOR | 275
flip-flops | 283
XOR/XNOR | 78
Power figures rest on the tool's default switching activity, not on a simulated workload.
