## flow/run.sh

```bash
#!/bin/bash
# OpenROAD 26Q1-2900-gdf79404cd8, Yosys 0.63+post, stock flow scripts
make -C /OpenROAD-flow-scripts/flow DESIGN_CONFIG=/design/flow/config.mk WORK_HOME=/design/flow/orfs finish
```

## flow/config.mk

```make
export PLATFORM = sky130hd
export DESIGN_NAME = main
export DESIGN_NICKNAME = main
export VERILOG_FILES = /design/flow/design.v
export SDC_FILE = /design/flow/constraint.sdc
export NUM_CORES = 4
export LEC_CHECK = 1
export CORE_UTILIZATION = 40
```

## flow/constraint.sdc

```tcl
current_design main

set clk_period 5.8
set clk_io_pct 0.2

create_clock -name clk0 -period $clk_period [get_ports {clk}]

set non_clock_inputs [all_inputs -no_clocks]
set_input_delay [expr $clk_period * $clk_io_pct] -clock clk0 $non_clock_inputs
set_output_delay [expr $clk_period * $clk_io_pct] -clock clk0 [all_outputs]
```

## flow/design.v

```verilog
module wdt(clk, ena, cnt, out);
input clk, ena, cnt;
output out;
reg [6:0] timer;
wire timer_top = (timer == 7'd127);
reg internal_enable;
wire out = internal_enable && timer_top;
always @(posedge clk) begin
    if(ena) begin
	internal_enable <= 1;
	timer <= 0;
    end else if(cnt && !timer_top) timer <= timer + 7'd1;
end
endmodule
module main(clk, led, nConfig, epp_nReset, pport_data, nWrite, nWait, nDataStr,
	nAddrStr, dout, din, step, dir);
parameter W=10;
parameter F=11;
parameter T=4;
input clk;
output led, nConfig;
inout [7:0] pport_data;
input nWrite;
output nWait;
input nDataStr, nAddrStr, epp_nReset;
input [15:0] din;
reg Spolarity;
reg[13:0] real_dout; output [13:0] dout = do_tristate ? 14'bZ : real_dout; 
wire[3:0] real_step; output [3:0] step = do_tristate ? 4'bZ : real_step ^ {4{Spolarity}};
wire[3:0] real_dir; output [3:0] dir = do_tristate ? 4'bZ : real_dir;
wire [W+F-1:0] pos0, pos1, pos2, pos3;
reg  [F:0]     vel0, vel1, vel2, vel3;
reg [T-1:0] dirtime, steptime;
reg [1:0] tap;
reg [10:0] div2048;
wire stepcnt = ~|(div2048[5:0]);
always @(posedge clk) begin
    div2048 <= div2048 + 1'd1;
end
wire do_enable_wdt, do_tristate;
wdt w(clk, do_enable_wdt, &div2048, do_tristate);
stepgen #(W,F,T) s0(clk, stepcnt, pos0, vel0, dirtime, steptime, real_step[0], real_dir[0], tap);
stepgen #(W,F,T) s1(clk, stepcnt, pos1, vel1, dirtime, steptime, real_step[1], real_dir[1], tap);
stepgen #(W,F,T) s2(clk, stepcnt, pos2, vel2, dirtime, steptime, real_step[2], real_dir[2], tap);
stepgen #(W,F,T) s3(clk, stepcnt, pos3, vel3, dirtime, steptime, real_step[3], real_dir[3], tap);
wire EPP_write = ~nWrite;
wire EPP_read = nWrite;
wire EPP_addr_strobe = ~nAddrStr;
wire EPP_data_strobe = ~nDataStr;
wire EPP_strobe = EPP_data_strobe | EPP_addr_strobe;
wire EPP_wait; assign nWait = ~EPP_wait;
wire [7:0] EPP_datain = pport_data;
wire [7:0] EPP_dataout; assign pport_data = EPP_dataout;
reg [4:0] EPP_strobe_reg;
always @(posedge clk) EPP_strobe_reg <= {EPP_strobe_reg[3:0], EPP_strobe};
wire EPP_strobe_edge1 = (EPP_strobe_reg[2:1]==2'b01);
assign EPP_wait = EPP_strobe_reg[4];
wire[15:0] EPP_dataword = {EPP_datain, lowbyte};
reg[4:0] addr_reg;
reg[7:0] lowbyte;
always @(posedge clk)
    if(EPP_strobe_edge1 & EPP_write & EPP_addr_strobe) begin
        addr_reg <= EPP_datain[4:0];
    end
    else if(EPP_strobe_edge1 & !EPP_addr_strobe) addr_reg <= addr_reg + 4'd1;
always @(posedge clk) begin
    if(EPP_strobe_edge1 & EPP_write & EPP_data_strobe) begin
        if(addr_reg[3:0] == 4'd1)      vel0 <= EPP_dataword[F:0];
        else if(addr_reg[3:0] == 4'd3) vel1 <= EPP_dataword[F:0];
        else if(addr_reg[3:0] == 4'd5) vel2 <= EPP_dataword[F:0];
        else if(addr_reg[3:0] == 4'd7) vel3 <= EPP_dataword[F:0];
        else if(addr_reg[3:0] == 4'd9) begin
            real_dout <= { EPP_datain[5:0], lowbyte };
        end
        else if(addr_reg[3:0] == 4'd11) begin
	    tap <= lowbyte[7:6];
            steptime <= lowbyte[T-1:0];
            Spolarity <= EPP_datain[7];
            dirtime <= EPP_datain[T-1:0];
        end
        else lowbyte <= EPP_datain;
    end
end
reg [31:0] data_buf;
always @(posedge clk) begin
    if(EPP_strobe_edge1 & EPP_read && addr_reg[1:0] == 2'd0) begin
        if(addr_reg[4:2] == 3'd0) data_buf <= pos0;
        else if(addr_reg[4:2] == 3'd1) data_buf <= pos1;
        else if(addr_reg[4:2] == 3'd2) data_buf <= pos2;
        else if(addr_reg[4:2] == 3'd3) data_buf <= pos3;
        else if(addr_reg[4:2] == 3'd4)
            data_buf <= din;
    end
end
wire [7:0] data_reg = addr_reg[1:0] == 2'd1 ? data_buf[7:0] :
                         (addr_reg[1:0] == 2'd2 ? data_buf[15:8] :
                         (addr_reg[1:0] == 2'd3 ? data_buf[23:16] :
                         data_buf[31:24]));
wire [7:0] EPP_data_mux = data_reg;
assign EPP_dataout = (EPP_read & EPP_wait) ? EPP_data_mux : 8'hZZ;
assign led = do_tristate ? 1'bZ : (real_step[0] ^ real_dir[0]);
assign nConfig = epp_nReset;  
assign do_enable_wdt = EPP_strobe_edge1 & EPP_write & EPP_data_strobe & (addr_reg[3:0] == 4'd9) & EPP_datain[6];
endmodule
module stepgen(clk, enable, position, velocity, dirtime, steptime, step, dir, tap);
parameter W=12;
parameter F=10;
parameter T=5;
input clk, enable;
output [W+F-1:0] position; reg [W+F-1:0] position;
input [F:0] velocity;
input [T-1:0] dirtime, steptime;
input [1:0] tap;
output step, dir;
reg step, dir;
reg [T-1:0] timer;
reg [1:0] state;
reg ones;
wire dbit = velocity[F];
wire pbit = (tap == 0 ? position[F] 
	    : (tap == 1 ? position[F+1]
	    : (tap == 2 ? position[F+2]
	    : position[F+3])));
wire [W+F-1:0] xvelocity = {{W{velocity[F]}}, {1{velocity[F-1:0]}}};
always @(posedge clk) begin
    if(enable) begin
	if((dir != dbit) && (pbit == ones)) begin
	    if(state == 1) begin
		if(timer == 0) begin
		    dir <= dbit;
		    timer <= dirtime;
		    state <= 2;
		end else begin
		    timer <= timer - 1'd1;
		end
	    end else begin
		if(timer == 0) begin
		    step <= 0;
		    timer <= dirtime;
		    state <= 1;
		end else begin
		    timer <= timer - 1'd1;
		end
	    end
	end else if(state == 2) begin
	    if(timer == 0) begin
		state <= 0;
	    end else begin
		timer <= timer - 1'd1;
	    end
	end else begin
	    if(timer == 0) begin
		if(pbit != ones) begin
		    ones <= pbit;
		    step <= 1'd1;
		    timer <= steptime;
		end else begin
		    step <= 0;
		end
	    end else begin
		timer <= timer - 1'd1;
	    end
            if(dir == dbit) 
                position <= position + xvelocity;
        end
    end
end
endmodule
```

==> deck_impl_summary.md <==
Key Metrics from the Run

Floorplan
  • Die width: 186 um
  • Cell Rows: 67
  • FP Core Util: 40.5%
  • Die span in y: 186 um
  • IO Pins: 54

Placed design
  • # port buffers: 43
  • HPWL Detailed: 23100 um
  • Gpl congestion: 0.928

Yosys
  • Commonest cells post-synth: edfxtp_1 (219), nor2_1 (113), a21oi_1 (102), nand2_1 (96), ha_1 (90)
  • Top cells, area: edfxtp_1 (49%), ha_1 (8.3%), a21oi_1 (3.8%)
  • Post-Synthesis Cells: 1225
  • Most frequent cell after synthesis: edfxtp_1
  • Synth warnings: 8
  • Mapped Avg Cell Area: 11.1 um2
  • Yosys top cell by area: edfxtp_1
  • Dominant flop cell: edfxtp_1
  • Synth Seq Share: 52.0%
  • Mapped cell area: 13500 um2
  • Number of cells in Yosys stat: 1225
  • Flip-flops with a built-in enable: 219
  • Synth async-reset ratio: 0%
  • Cell Type Count: 66
  • Top-area cell type share of the netlist area: 48.6%
  • Chip Area, Yosys: 13500 um2
  • Post-synth regs: 242

CTS
  • Hold Buf Count CTS: 0
  • Clk Tree Root Cell: clkbuf_16
  • Max clock buf depth: 3
  • Clk sinks: 242
  • Num CTS Buffers: 27
  • Cts repair resizes: 0
  • Setup Buffers After CTS: 0
  • Maximum level of the CTS H-tree: 1

Outcome
  • Exit stage: clock tree synthesis
  • Stop err: [error] [KeplerFormal.cpp:679] Workflow failed: Iso has multiple drivers: .pport_data4, place71.X0
  • Status: aborted with a tool error
==> per-stage QoR <==
stage	power, mW	area [um2]	cells	hold slack, ps	setup slack [ps]
after floorplan	2.40	13500	1225	310	2680
after global placement	2.50	14500	1697	311	2280
after detailed placement	2.52	14500	1697	318	2280
==> cell families after synthesis <==
group                      share of synthesized area, %
AOI/OAI and AO/OA                                  15.6
xor gates and xnor gates                           5.76
adders and majority gates                          8.91
buffers and inverters                              2.65
DFF                                                52.0
muxes                                              2.82
and+or+nand+nor                                    12.3
Power and IR drop assume default switching activity.
